==> design.v <==
module dff_async_reset  #(parameter int WIDTH = 1,
                        parameter logic [WIDTH-1:0] RESET_VALUE = '0) 
(
    input  logic [WIDTH-1:0]     d,
    input  logic                 clk,
    input  logic                 rst,  
    input  logic                 wr_en,
    output logic [WIDTH-1:0]     q
);
    always_ff @(posedge clk or negedge rst) begin
        if(!rst)
            q <= RESET_VALUE;
        else if(wr_en)
            q <= d;
    end
endmodule
module reg_file #(
    parameter REG_BIT_WIDTH = 32,
    parameter NUM_OF_REGS  = 32,
    parameter REG_ENCODE_WIDTH = $clog2(NUM_OF_REGS)
) (
    input logic     [REG_ENCODE_WIDTH-1:0] rs1_addr,
    input logic     [REG_ENCODE_WIDTH-1:0] rs2_addr,
    output logic    [REG_BIT_WIDTH-1:0] rs1_data,
    output logic    [REG_BIT_WIDTH-1:0] rs2_data,
    output logic    [REG_BIT_WIDTH-1:0] a0,
    input logic            rd_wr_en,
    input logic     [REG_ENCODE_WIDTH-1:0] rd_addr,
    input logic     [REG_BIT_WIDTH-1:0] rd_data,
    input logic            clk, rst
);
    logic [REG_BIT_WIDTH-1:0] regs_out [0:NUM_OF_REGS-1];
    assign a0 = regs_out[10];
    assign rs1_data = regs_out[rs1_addr];
    assign rs2_data = regs_out[rs2_addr];
    assign regs_out[0] = '0;
    genvar ii;
    generate
        for(ii = 1; ii < NUM_OF_REGS; ii++) begin : gen_regs
                dff_async_reset #(.WIDTH(REG_BIT_WIDTH)) 
                reg_ii (.d(rd_data), .clk(clk), .rst(rst), .wr_en(rd_wr_en && (rd_addr == ii)), .q(regs_out[ii]));
        end
    endgenerate
endmodule
==> run.sh <==
#!/bin/bash
# OpenROAD 26Q1-2900-gdf79404cd8, Yosys 0.63+post, stock flow scripts
make -C /OpenROAD-flow-scripts/flow DESIGN_CONFIG=/design/flow/config.mk WORK_HOME=/design/flow/orfs finish
==> config.mk <==
export PLATFORM = sky130hd
export DESIGN_NAME = reg_file
export DESIGN_NICKNAME = reg_file
export VERILOG_FILES = /design/flow/design.v
export SDC_FILE = /design/flow/constraint.sdc
export NUM_CORES = 4
export LEC_CHECK = 1
export CORE_UTILIZATION = 50
==> constraint.sdc <==
current_design reg_file

set clk_period 10.6
set clk_io_pct 0.2

create_clock -name clk0 -period $clk_period [get_ports {clk}]

set non_clock_inputs [all_inputs -no_clocks]
set_input_delay [expr $clk_period * $clk_io_pct] -clock clk0 $non_clock_inputs
set_output_delay [expr $clk_period * $clk_io_pct] -clock clk0 [all_outputs]
==> notes.md <==
Implementation results

The clock skew after layout is 0 ps. The finished layout reports a core utilization of 0.570. After legalization and detailed placement, the total HPWL measured 137 mm.

The number of synthesized flops with an enable pin is 0. The clock reaches the later pin of the worst-skew pair after 700 ps. The largest total area in the synthesized netlist belongs to sky130_fd_sc_hd__dfrtp_1. The pin count of the biggest net entering global routing is 116. The largest registers in the layout are gen_regs.reg_ii.q (992). STA classifies the critical path endpoint as an output port. Post-CTS repair changed the size of 0 cells. Along the worst hold path, the cell count comes to 1. Measured in cells, the most critical reg-to-reg path has a length of 1. The setup slack of the critical path after layout is 1500 ps.

The clock transition at the registers of the reported paths is 60 ps. Walking the worst path, the cells encountered are clkdlybuf4s50_1, and3b_2, buf_4, and2_2, buf_4, a2111oi_0, nand3_1, or4_1, clkdlybuf4s50_1. The startpoint of the most critical register-to-register path is gen_regs[10].reg_ii.q[3]. The run finished with clean final reports. For this run, the detailed router reports a per-instance via density of 7.56. The multi-input combinational cells in the finished layout cover a total of 24000 um2.

The top-level I/O count is 146. The worst setup path is launched from a primary input. The violation tally recorded at the end of detailed-routing iteration 0 is 5304. For reference, the final report shows the hold violation count at 0. The setup-violating endpoint count in the final report is 0. In this run, CTS created clock tree buffers numbering 110. The sequential area share after synthesis is 0.491. At the floorplan stage, the core utilization is reported as 0.505. The leakage dissipation is 25.6 nW. In the synthesized netlist, the cells that appear most often are sky130_fd_sc_hd__dfrtp_1 (992), sky130_fd_sc_hd__mux2_2 (986), sky130_fd_sc_hd__nand3_1 (550). Post-route period utilization is reported as 0.859. The commonest register cell is sky130_fd_sc_hd__dfrtp_1.

The number of warning messages in the yosys log is 4. In this run the layout overhead on the synthesized area is reported as 13.0%. The worst slew margin relative to its limit is 0.268. The clock drives 992 sinks. The first global-routing pass estimated 333 mm of wire. The reported max-cap violation count is 0. The final RePlAce weighted congestion is 1.04.

TritonCTS built the clock tree. The minimum setup slack among reg-to-reg paths is 9660 ps. For reference, the final report shows the max-slew violation count at 0. The floorplan has 116 rows.

The synthesis stats list as the most numerous cell sky130_fd_sc_hd__dfrtp_1. The post-CTS setup buffer count is 0. Ranked by flip-flop count, first place goes to gen_regs.reg_ii.q. The die extent in x is 320 um. The fraction of synthesis flops using an asynchronous set or reset pin is 1.00. The initial antenna violation count came to 10. The total routing usage reported by global routing is 0.490. The deepest level of the CTS H-tree is 3. In the final timing run, aggregate negative setup slack is 0 ps. The placeable core region is 100000 um2. The number of I/O port buffers is 145.

The hold-critical path endpoint is gen_regs[18].reg_ii.q[1]. The ratio of total power to cell area is 189 nW/um2. The register with the most flip-flops in the layout has 992 of them. The fraction of layout instances using a drive strength above 1 is 0.327. The critical path's slowest stage uses the library cell sky130_fd_sc_hd__clkdlybuf4s50_1.

STA puts the critical path data required time at 8480 ps. The post-synthesis cell type count is 50. The detailed router reported a total wirelength of 238 mm. Per the hold report, the tightest min-delay path originates at gen_regs[18].reg_ii.q[1]. The number of vias in the routed layout is 43600. The via count of the first global-routing pass is 42700. Yosys attributes the largest share of cell area to sky130_fd_sc_hd__dfrtp_1 (49%), sky130_fd_sc_hd__mux2_2 (22%), sky130_fd_sc_hd__a22oi_1 (7.9%), sky130_fd_sc_hd__nand3_1 (5.4%), sky130_fd_sc_hd__clkbuf_1 (2.4%). For this run, the top clock speed supported by timing is 110 MHz. The worst min-delay path class is reg2reg. Before CTS, the worst setup slack after placement is 1940 ps. The final timing report derives a shortest allowable period of 9100 ps. The cell count listed in synth_stat.txt is 4412.

The number of remaining DRC errors is 0. The stage logs contain a warning count of 40. According to the report, the first pass of detailed routing completed in 10 iterations. The number of hold buffers added after CTS was 0. The delay of the slowest critical-path stage is 980 ps.

The synthesized instance count is 4412. The largest buffer count on any clock path is 3. The layout has 8340 filler cells. Summed over all layers, the global routing overflow is 0.

The chip area line in the Yosys stat output reads 50600 um2. The largest fanout on the critical path is 25. The maximum ir drop on the vdd rail is 0.148 mV.

Summing every instance area after synthesis gives 50600 um2. Synthesis inferred 992 register bits. The path type of the worst setup path is in2out. Of the post-synthesis cell area, the dominant cell type holds 0.491.

The average cell area after synthesis is 11.5 um2. From bottom edge to top edge, the die measures 320 um. The slew at the pin with the worst max-slew slack is 1100 ps. The post-route antenna net violation count is 0. The clock root buffer is sky130_fd_sc_hd__clkbuf_16. The capture point of the worst register-to-register path is recorded as gen_regs[10].reg_ii.q[3].

TritonRoute output was used to compute an average wire per cell of 41.4 um. The endpoint arrival time on the critical path is 6980 ps. The die footprint is 102000 um2. Setup repair after global routing left no endpoint under its margin. The combined flip-flop and latch cell area is 24800 um2.
layout by cell type, fill, tap and decap left out, types with 4 or more instances in the layout:
master | netlist | final
sky130_fd_sc_hd__a2111oi_0 | 58 | 58
sky130_fd_sc_hd__a221oi_1 | 5 | 5
sky130_fd_sc_hd__a222oi_1 | 32 | 32
sky130_fd_sc_hd__a22oi_1 | 535 | 535
sky130_fd_sc_hd__a32oi_1 | 29 | 29
sky130_fd_sc_hd__and2_1 | 34 | 5
sky130_fd_sc_hd__and2_2 | 0 | 33
sky130_fd_sc_hd__and3_1 | 187 | 185
sky130_fd_sc_hd__buf_12 | 0 | 5
sky130_fd_sc_hd__buf_4 | 6 | 181
sky130_fd_sc_hd__bufinv_16 | 0 | 10
sky130_fd_sc_hd__clkbuf_1 | 327 | 23
sky130_fd_sc_hd__clkbuf_16 | 0 | 111
sky130_fd_sc_hd__clkbuf_8 | 0 | 30
sky130_fd_sc_hd__clkdlybuf4s50_1 | 0 | 143
sky130_fd_sc_hd__clkinv_2 | 0 | 18
sky130_fd_sc_hd__clkinvlp_4 | 0 | 4
sky130_fd_sc_hd__dfrtp_1 | 992 | 992
sky130_fd_sc_hd__diode_2 | 0 | 11
sky130_fd_sc_hd__mux2_1 | 13 | 13
sky130_fd_sc_hd__mux2_2 | 986 | 986
sky130_fd_sc_hd__mux2i_1 | 8 | 8
sky130_fd_sc_hd__nand2_1 | 100 | 89
sky130_fd_sc_hd__nand2_2 | 0 | 8
sky130_fd_sc_hd__nand2b_1 | 9 | 7
sky130_fd_sc_hd__nand3_1 | 550 | 549
sky130_fd_sc_hd__nand3b_1 | 5 | 5
sky130_fd_sc_hd__nand4_1 | 176 | 176
sky130_fd_sc_hd__nand4b_1 | 4 | 4
sky130_fd_sc_hd__nor2_1 | 24 | 4
sky130_fd_sc_hd__nor2_4 | 0 | 19
sky130_fd_sc_hd__nor2b_1 | 8 | 4
sky130_fd_sc_hd__nor2b_4 | 0 | 4
sky130_fd_sc_hd__nor3_1 | 11 | 4
sky130_fd_sc_hd__nor3_2 | 1 | 7
sky130_fd_sc_hd__nor3b_2 | 1 | 5
sky130_fd_sc_hd__o21ai_0 | 8 | 8
sky130_fd_sc_hd__or4_1 | 90 | 90
routing by layer:
layer / wire (um) / share of wire / vias up / global-route usage
met5: 259 / 0.0011 / - / 0.0165
li1: - / - / 16800 / -
met4: 18100 / 0.076 / 14 / 0.261
met3: 39800 / 0.17 / 1147 / 0.289
met1: 83500 / 0.35 / 21900 / 0.638
met2: 96700 / 0.41 / 3662 / 0.649
power by group:
part           switching (mW)  internal, mW  total (mW)
clock network            1.65          2.37        4.01
logic                   0.704         0.832        1.54
registers               0.704          4.52        5.23
cell families (layout without fill, tap and decap cells):
family	after synthesis	count (layout)	share of synthesized area
compound gates	683	683	0.106
flops	992	992	0.491
other cells	0	11	0
mux	1007	1007	0.224
buf+inv	497	535	0.0424
simple gates	1233	1233	0.136
worst max path at each step:
| stage | startpoint | end | cells after the start |
|---|---|---|---|
| finish | rs2_addr[0] | rs2_data[16] | 9 |
| CTS | rs2_addr[0] | rs2_data[16] | 9 |
| global route | rs2_addr[4] | rs2_data[8] | 9 |
layout make-up:
cell class / instances / area share
sequential: 992 / 0.435
antenna: 11 / 0.000482
inverter: 2 / 0.000131
timing repair buffer: 331 / 0.0509
tap: 1298 / 0.0284
clock inverter: 38 / 0.00854
multi-input combinational: 2923 / 0.420
clock buffer: 164 / 0.0574
per-stage QoR:
step / cells / area (um2) / total power, mW / hold WS (ps)
finish: 5759 / 57100 / 10.8 / 515
CTS: 5748 / 57100 / 10.7 / 517
detailed placement: 5546 / 53300 / 6.75 / 505
floorplan: 4412 / 50600 / 5.90 / 478
global route: 5750 / 57100 / 11.1 / 544
global placement: 5546 / 53300 / 6.73 / 493
worst max-delay path, delay by kind of cell:
kind,cells,cell delay (ps)
and+or+nand+nor,4,1770
AOI/OAI and AO/OA,1,220
buffers and inverters,4,2830
Power figures rest on the tool's default switching activity, not on a simulated workload.
