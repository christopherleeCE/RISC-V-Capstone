**./design.v**
```verilog
module alu
#(
    parameter WIDTH = 32
)(
    input logic [WIDTH-1:0] operand_a, operand_b,
    input logic alu_sel_add,
    input logic alu_sel_sub,
    input logic alu_sel_mul,
    input logic alu_sel_mulh,
    input logic alu_sel_mulhsu,
    input logic alu_sel_mulhu,
    input logic alu_sel_div,
    input logic alu_sel_divu,
    input logic alu_sel_rem,
    input logic alu_sel_remu,
    input logic alu_sel_and,
    input logic alu_sel_or,
    input logic alu_sel_xor,
    input logic alu_sel_sll,
    input logic alu_sel_srl,
    input logic alu_sel_sra,
    input logic alu_sel_slt,
    input logic alu_sel_sltu,
    output logic zero_flag,
    output logic less_than,
    output logic [WIDTH-1:0] result
);
logic signed [WIDTH-1:0] signed_a, signed_b;
assign signed_a = operand_a;
assign signed_b = operand_b;
logic [2*WIDTH-1:0] product_ss;    
logic [2*WIDTH-1:0] product_su, pre_product_su;    
logic [2*WIDTH-1:0] product_uu;    
logic [31:0] su_fix;
assign product_ss = signed_a * signed_b;
assign product_uu = operand_a * operand_b;
assign pre_product_su = signed_a * operand_b;
assign su_fix = pre_product_su[2*WIDTH-1:WIDTH] + ( ~(operand_b) + 1'b1 );
assign product_su = (operand_a[WIDTH-1]) ? { su_fix, pre_product_su[WIDTH-1:0] } : pre_product_su;
logic slt_result, sltu_result;
assign slt_result = signed_a < signed_b;
assign sltu_result = operand_a < operand_b;
always_comb begin
    unique case(1'b1)
    alu_sel_add : result = operand_a + operand_b;  
    alu_sel_sub : result = operand_a - operand_b;  
    alu_sel_mul : result = product_ss[WIDTH-1:0];          
    alu_sel_mulh : result = product_ss[2*WIDTH-1:WIDTH];   
    alu_sel_mulhsu : result = product_su[2*WIDTH-1:WIDTH];  
    alu_sel_mulhu : result = product_uu[2*WIDTH-1:WIDTH];   
    alu_sel_div : begin  
    if(signed_b == 0)                                                           result = {WIDTH{1'b1}};
    else if(signed_a == {1'b1,{(WIDTH-1){1'b0}}} && signed_b == {WIDTH{1'b1}})  result = signed_a;
    else                                                                        result = signed_a / signed_b;
                end
    alu_sel_divu: begin  
        if (operand_b == 0) result = {WIDTH{1'b1}};
        else result = operand_a / operand_b;
                end
    alu_sel_rem : begin  
    if(signed_b == 0)                                                           result = signed_a;
    else if (signed_a == {1'b1,{(WIDTH-1){1'b0}}} && signed_b == {WIDTH{1'b1}}) result = {WIDTH{1'b0}};
    else                                                                        result = signed_a % signed_b;
                end
    alu_sel_remu: begin  
    if (operand_b == 0) result = operand_a;
    else result = operand_a % operand_b;
    end
    alu_sel_and : result = operand_a & operand_b;  
    alu_sel_or : result = operand_a | operand_b;  
    alu_sel_xor : result = operand_a ^ operand_b;  
    alu_sel_sll : result = operand_a << operand_b[4:0];  
    alu_sel_srl : result = operand_a >> operand_b[4:0];  
    alu_sel_sra : result = signed_a >>> operand_b[4:0];  
    alu_sel_slt : result = {31'b0,slt_result};  
    alu_sel_sltu : result = {31'b0,sltu_result};  
    default : result = '0;
    endcase
end
assign zero_flag = ( result == '0 ); 
assign less_than = alu_sel_sltu ? sltu_result : slt_result;
endmodule
```
**./run.sh**
```bash
#!/bin/bash
# OpenROAD 26Q1-2900-gdf79404cd8, Yosys 0.63+post, stock flow scripts
make -C /OpenROAD-flow-scripts/flow DESIGN_CONFIG=/design/flow/config.mk WORK_HOME=/design/flow/orfs finish
```
**./config.mk**
```make
export PLATFORM = sky130hd
export DESIGN_NAME = alu
export DESIGN_NICKNAME = alu
export VERILOG_FILES = /design/flow/design.v
export SDC_FILE = /design/flow/constraint.sdc
export NUM_CORES = 4
export LEC_CHECK = 1
export CORE_UTILIZATION = 50
```
**./constraint.sdc**
```tcl
current_design alu

set clk_period 299.6
set clk_io_pct 0.2

create_clock -name clk0 -period $clk_period

set non_clock_inputs [all_inputs -no_clocks]
set_input_delay [expr $clk_period * $clk_io_pct] -clock clk0 $non_clock_inputs
set_output_delay [expr $clk_period * $clk_io_pct] -clock clk0 [all_outputs]
```
==> flow_summary.ini <==
; generated from flow reports
[critical_path]
end_kind = primary output
cp.arrival_ps = 158270
critPathKind = input pin to primary output
setup.worst_path.start = operand_b[1]
cp_common_cell = ha_1
critPathSlowestCell = a41oi_1
crit_required_ps = 239680
crit_end = zero_flag
critPathLaunchType = input pin
crit_path_max_fanout = 41
slowest_delay_ps = 1030

[synth]
yosys_warnings = 1
synth-cells-yosys = 16700
ys_area_sq_um = 124000
synth.distinct_cells = 112
synth_area_sq_um = 124000
synthCells = 16700
ys_seq_share_pct = 0
synth_area_per_cell_sq_um = 7.43

[sta]
rsz0062_at_grt = no
max_freq_ghz = 0.00458
slew_headroom_pct = 2.25
setup_violations = 0
fin_tns_setup_ps = 0
min_period_ps = 218190
finalCritPeriodShare_pct = 72.8
worstMarginPinSlew_ps = 1460
drv_slew = 0
setup_ws_ps = 81410
fin_hold_ws_ps = 121370
final_hold_viol_count = 0

[detailed_routing]
first_pass_iters = 9
drt-initial-drc-count = 16000
vias = 136000
wl_um = 694000
via_per_inst = 6.73
route.detailed.wl_per_inst_um = 34.5
antenna_left = 0
drc = 0

[placed_design]
placed_area_sq_um = 132000
io_buffers = 116
dp.cells = 20000
gp_congestion = 1.21
dpl.hpwl_um = 563000
post-place-ws_ps = 86320

[pwr]
switching_share_pct = 66.9
p_int_w = 0.00192
power.density_nw_per_um2 = 44.0
ir_worst_vdd_mv = 0.138
p_leak_nw = 63.1
power.switching_w = 0.00388

[worst_hold_path]
hold_class = input pin to primary output

[clocking]
cts_hold_buf = 0
post_cts_buffers = 0
cts_resized = 0

[grt]
grt_overflow_total = 0
grt_pass1_wl_um = 967000
first_global_vias = 129000
antenna_found_initial = 87
track_usage_pct = 57.3
grt_max_degree = 83

[final_layout]
seq_cell_count = 0
syn_to_final_growth_pct = 6.28
layout_top_cells = nand2_1 (2,002), inv_1 (1,875), ha_1 (1,579)
seq_area_sq_um = 0
final_cells = 20100
final_layout_size_suffix_gt1_share_pct = 6.85
lay_top_count = nand2_1
fin_area_sq_um = 132000
clockBufferCount = 0

[flow_run]
maxCapViolations = 0
warnings = 106

[floorplanning]
die_x_um = 500
dieArea_sq_um = 250000
pin_count = 116
rows = 182
die_h_um = 500
coreArea_sq_um = 246000
fp_util_pct = 50.4

[outcome]
status = finished, final reports clean
[metrics by stage]
step | util (%) | total power, W
after global routing | 53.4 | 0.00595
after detailed placement | 53.4 | 0.00539
after CTS | 53.4 | 0.00543
after global placement | 53.4 | 0.00543
after floorplan | - | 0.00297
final | 53.5 | 0.00580
[worst min path at each step]
stage / from / slack [ps] / endpoint / cells after the start
global route: operand_a[7] / 121300 / result[7] / 5
CTS: operand_a[7] / 121270 / result[7] / 5
finish: alu_sel_sltu / 121370 / less_than / 5
[logic make-up (layout without fill, tap and decap cells)]
family | after synthesis | after routing | synth area share [%]
simple gates | 5475 | 5475 | 20.2
compound gates | 4306 | 4306 | 22.8
fa+ha+maj | 3055 | 3055 | 39.7
buf+inv | 2638 | 2676 | 8.04
xor+xnor | 976 | 976 | 6.90
mux | 247 | 247 | 2.37
other cells | 0 | 99 | 0
[metal layers]
layer | GRT usage (%) | vias to the layer above | part of all wire, %
met2 | 73.5 | 10300 | 38
met4 | 47.9 | 75 | 11
met1 | 68.2 | 63900 | 34
met5 | 7.45 | - | 0.31
li1 | - | 58400 | -
met3 | 32.3 | 2923 | 17
[layout make-up]
class	instances	area, sq um
Tap cell	3312	4140
Antenna cell	99	248
Inverter	1929	7250
Fill cell	23900	115000
Multi-Input combinational cell	14100	115000
Timing Repair Buffer	747	5720
[critical path: cells and delay by family]
family | cells | cell delay [ps]
adder cells (fa/ha/maj) | 33 | 10940
AND/OR/NAND/NOR | 96 | 28390
multiplexers | 5 | 2190
XOR/XNOR | 3 | 1300
AND-OR/OR-AND | 163 | 46680
buffers and inverters | 34 | 8430
[Yosys cell counts (39+ instances only)]
| library cell | n | area, sq um |
|---|---|---|
| a22oi_1 | 63 | 473 |
| buf_1 | 174 | 653 |
| o2111ai_1 | 45 | 394 |
| o31a_1 | 39 | 342 |
| a21o_1 | 352 | 2640 |
| a21boi_0 | 55 | 413 |
| and3_1 | 102 | 638 |
| or3_1 | 159 | 995 |
| mux2i_1 | 111 | 1110 |
| a2111oi_0 | 43 | 377 |
| nor2b_1 | 141 | 882 |
| a221oi_1 | 65 | 569 |
| nand4_1 | 179 | 1120 |
| and2_1 | 115 | 719 |
| nand2b_1 | 142 | 888 |
| mux2_2 | 109 | 1230 |
| nor3_1 | 365 | 1830 |
| nor2_1 | 1519 | 5700 |
| o31ai_1 | 125 | 938 |
| fa_1 | 1476 | 29500 |
| o22ai_1 | 69 | 432 |
| ha_1 | 1579 | 19800 |
| or4_1 | 43 | 323 |
| a21oi_1 | 1153 | 5770 |
| nor4_1 | 99 | 619 |
| xnor2_1 | 628 | 5500 |
| a211o_1 | 64 | 561 |
| a31o_2 | 50 | 438 |
| o21bai_1 | 122 | 916 |
| o21ai_0 | 807 | 4040 |
| a31oi_1 | 180 | 1130 |
| nand2_1 | 2002 | 7510 |
| xor2_1 | 347 | 3040 |
| or2_2 | 96 | 601 |
| o21a_1 | 278 | 2090 |
| nand3_1 | 356 | 1780 |
| o211ai_1 | 198 | 1490 |
| a211oi_1 | 144 | 1080 |
| o221ai_1 | 48 | 420 |
| clkbuf_1 | 498 | 1870 |
| inv_1 | 1897 | 7120 |
No activity file was given, so power comes from the tool's default toggle rates.
