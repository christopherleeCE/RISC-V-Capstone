==> flow/design.v <==
module id_t(
    input logic [31:0] instr,
    output logic [4:0] rs1,
    output logic [4:0] rs2,
    output logic [4:0] rd,
    output logic [31:0] im
);
    always_comb begin
        unique case(instr[6:0])  
            7'b0110011: begin  
                rs2 = instr[24:20];
                rs1 = instr[19:15];
                rd = instr[11:7];
                im = 32'h0;
            end
            7'b0010011: begin  
                rs2 = '0;
                rs1 = instr[19:15];
                rd = instr[11:7];
                im = {{20{instr[31]}}, instr[31:20]};  
            end
            7'b0000011: begin  
                rs2 = '0;
                rs1 = instr[19:15];
                rd = instr[11:7];
                im = {{20{instr[31]}}, instr[31:20]};  
            end
            7'b1100111: begin  
                rs2 = '0;
                rs1 = instr[19:15];
                rd = instr[11:7];
                im = {{20{instr[31]}}, instr[31:20]};  
            end
            7'b0001111: begin  
                rs2 = '0;
                rs1 = instr[19:15];
                rd = instr[11:7];
                im = {{20{instr[31]}}, instr[31:20]};  
            end
            7'b1110011: begin  
                rs2 = '0;
                rs1 = instr[19:15];
                rd = instr[11:7];
                im = {{20{instr[31]}}, instr[31:20]};  
            end
            7'b0100011: begin  
                rs2 = instr[24:20];
                rs1 = instr[19:15];
                rd = '0;
                im = {{20{instr[31]}}, instr[31:25], instr[11:7]};  
            end
            7'b1100011: begin  
                rs2 = instr[24:20];
                rs1 = instr[19:15];
                rd = '0;
                im = {{19{instr[31]}}, instr[31], instr[7], instr[30:25], instr[11:8], 1'b0};  
            end
            7'b0110111: begin  
                rs2 = '0;
                rs1 = '0;
                rd = instr[11:7];
                im = {instr[31:12], 12'h0};
            end
            7'b0010111: begin  
                rs2 = '0;
                rs1 = '0;
                rd = instr[11:7];
                im = {instr[31:12], 12'h0};
            end                    
            7'b1101111: begin  
                rs2 = '0;
                rs1 = '0;
                rd = instr[11:7];
                im = {{11{instr[31]}}, instr[31], instr[19:12], instr[20], instr[30:21], 1'b0};  
            end
            default : {rs2,rs1,rd,im} = '0;
        endcase
    end
endmodule
==> flow/run.sh <==
#!/bin/bash
# OpenROAD 26Q1-2900-gdf79404cd8, Yosys 0.63+post, stock flow scripts
make -C /OpenROAD-flow-scripts/flow DESIGN_CONFIG=/design/flow/config.mk WORK_HOME=/design/flow/orfs finish
==> flow/config.mk <==
export PLATFORM = sky130hd
export DESIGN_NAME = id_t
export DESIGN_NICKNAME = id_t
export VERILOG_FILES = /design/flow/design.v
export SDC_FILE = /design/flow/constraint.sdc
export NUM_CORES = 4
export LEC_CHECK = 1
export CORE_AREA = 10 10 73 73
export DIE_AREA = 0 0 83 83
==> flow/constraint.sdc <==
current_design id_t

set clk_period 3.3
set clk_io_pct 0.2

create_clock -name clk0 -period $clk_period

set non_clock_inputs [all_inputs -no_clocks]
set_input_delay [expr $clk_period * $clk_io_pct] -clock clk0 $non_clock_inputs
set_output_delay [expr $clk_period * $clk_io_pct] -clock clk0 [all_outputs]
==> notes.md <==
Item: results of the latest flow run.

- Setup repair after global routing could not meet its margin everywhere.
- The sequential cell count of the final layout is 0.
- The synthesized netlist cell count is about 160.
- The chip area is 0.00689 sq mm.
- The count of antenna-violating nets left after detailed routing is 0.
- The worst setup path is launched from an input pin.
- The number of stages on the worst hold path is 4.
- The first detailed-routing pass took 4 iterations.
- The initial antenna violation count is 0.
- The count of input and output buffers is between 70 and 80.
- The fraction of synthesized cell area taken by the top area cell type is 0.140.
- Per the final layout report, the fraction of cells sized above drive strength 1 comes to 0.192.
- The number of distinct standard cells referenced by the synthesized netlist is ~40.
- The largest delay contributor family on the critical path is buffers and inverters.
- The placer congestion estimate is around 0.84.
- The cell type with the largest total area is sky130_fd_sc_hd__nand3_1.
- The flow ran to the end, and the final reports show no timing, DRC or antenna violations.
- The final layout report lists a filler cell count of ~360.
- The count of endpoints failing hold in the final timing report is 0.
- The first global-routing pass estimated a little under 8000 um of wire.
- The average wire per cell in the routed design is about 16 um.
- The boundary pin count is between 70 and 80.
- Sorting the synthesized cells by area gives the leading types as sky130_fd_sc_hd__nand3_1 14%, sky130_fd_sc_hd__a211oi_1 9.3%, sky130_fd_sc_hd__o211ai_1 9.3%.
- The yosys warning tally is 1.
- The tally of max-capacitance violations is 0.
- Per STA, the worst path is made up of clkdlybuf4s50_1, and4bb_4, buf_4, o21ai_2, a211oi_1, clkdlybuf4s50_1.
- The area figure in the yosys stat output is 968 sq um.
- The achievable clock frequency is ~0.31 GHz.
- The chip width is 83 um.
- The worst setup path is captured at a primary output.
- For this run, the slowest stage of the critical path takes approximately 0.51 ns.
- The total buffers and inverters traversed by the critical path is 3.
- The cell area after technology mapping is roughly 970 sq um.
- Checking max transition, the worst relative margin is 0.725.
- The mean area per synthesized cell is slightly above 6 sq um.
- Counting stages on the worst path, the most repeated cell is sky130_fd_sc_hd__clkdlybuf4s50_1.
- The number of setup violations in the final report is 0.
- The area used by sequential logic in the layout is 0 sq um.
- The final max-slew violation count is 0.
- For the worst setup path, the data arrival time is about 2.6 ns.
- Once placement finished, the instance area stood at approximately 0.0019 sq mm.
- The number of vias after detailed routing is 1596.
- The core region is roughly 0.0037 sq mm.
- The chip height is 83 um.
- The type of the setup path with the least slack is in -> out.
- Per the detailed-route log, wirelength across all metal layers totals 4710 um.
- The post-route fraction of the period consumed by the critical path is 0.976.
- The sum of negative setup slack is 0 ns.
- Per the summary, power density relative to cell area is roughly 84 mW/mm^2.
- The startpoint of the most critical hold path is instr[26].
- Per the detail_route report, vias per standard cell equal between 5 and 6.
- The pin count of the biggest net entering global routing is 12.
- The transition time of the tightest slew-check pin is ~0.41 ns.
- Total power for the finished layout comes to about 0.17 mW.
- The static leakage power is approximately 0.82 nW.
- The via count of the first global-routing pass is about 1600.
- The antenna diode instance count is 0.
- According to the floorplan log, the row count is 22.
- Per Yosys stat, the portion of area used by sequential elements is 0.
- Looking at the critical path, the highest net fanout was 5.
- The relative area change from synthesis to final layout is 112%.
- The final report gives the standard cell area, fillers excluded, as just over 0.002 sq mm.
- The stage logs contain a warning count of 33.
- The first routing iteration left around 90 violations.
- Yosys stat counts 159 cells in the synthesized netlist.
- On the critical path, the stage with the largest delay is an instance of sky130_fd_sc_hd__clkdlybuf4s50_1.
- The final layout report lists a clock buffer count of 0.
- The smallest clock period supported by the final layout is computed as ~3.2 ns.
- Overall routing resource usage recorded by global route was 0.128.
- For hold timing, the worst endpoint is im[6].
- The path class of the lowest-slack min-delay path is in -> out.
- The worst VDD IR drop from the latest analysis is between 0.04 and 0.05 mV.
- For this run the detailed placement stage logged an HPWL of ~4000 um.
- The final hold slack is around 2.2 ns.
- The sum of overflow across all layers after global routing is 0.
- The number of remaining DRC errors is 0.
- The data required time at the worst endpoint is around 2.6 ns.
- In the floorplan report the effective utilization is 0.259.
==> synth_stat cells, types with 2 or more instances <==
library cell and n:
sky130_fd_sc_hd__buf_4 4, sky130_fd_sc_hd__buf_2 5, sky130_fd_sc_hd__a21oi_1 9, sky130_fd_sc_hd__nand3_1 27
sky130_fd_sc_hd__nand2b_1 2, sky130_fd_sc_hd__a211oi_1 12, sky130_fd_sc_hd__clkbuf_1 5, sky130_fd_sc_hd__nand2_1 14
sky130_fd_sc_hd__nor3b_1 2, sky130_fd_sc_hd__o211ai_1 12, sky130_fd_sc_hd__nor2b_1 2, sky130_fd_sc_hd__and3_1 6
sky130_fd_sc_hd__nor2_1 2, sky130_fd_sc_hd__o221ai_1 8, sky130_fd_sc_hd__and2_1 7, sky130_fd_sc_hd__o21ai_1 3
sky130_fd_sc_hd__inv_1 16
==> stage by stage <==
step            util  worst slack (ns)  std cells
2_1_floorplan      -              1.09        159
3_3_place_gp   0.514           -0.0757        296
3_5_place_dp   0.514            -0.108        296
4_1_cts        0.520           0.00562        296
5_1_grt        0.548           -0.0157        298
6_report       0.548            0.0806        298
==> report_power, final <==
group	total, mW	switching [mW]	internal, mW
Clock	0	0	0
Sequential	0	0	0
Combinational	0.173	0.0774	0.0957
==> worst max-delay path by stage <==
stage,endpoint,cells past startpoint,start
final,rs1[4],6,instr[5]
after global routing,rs1[3],7,instr[6]
after CTS,rd[1],7,instr[2]
==> kinds of logic after synthesis <==
family          after synthesis  share of synthesized area
simple gates                 73                      0.434
compound gates               54                      0.415
buf+inv                      31                      0.142
xor+xnor                      1                    0.00905
==> placed cells by master, fill, tap and decap left out, types with 2 or more instances in the layout <==
master	synthesis	final
sky130_fd_sc_hd__nor3b_1	2	2
sky130_fd_sc_hd__and3_1	6	6
sky130_fd_sc_hd__nor2_1	2	2
sky130_fd_sc_hd__inv_1	16	16
sky130_fd_sc_hd__o221ai_1	8	8
sky130_fd_sc_hd__nand2b_1	2	2
sky130_fd_sc_hd__clkdlybuf4s50_1	0	78
sky130_fd_sc_hd__and2_1	7	7
sky130_fd_sc_hd__buf_4	4	24
sky130_fd_sc_hd__a211oi_2	0	4
sky130_fd_sc_hd__nand3_1	27	26
sky130_fd_sc_hd__a211oi_1	12	8
sky130_fd_sc_hd__nand2_1	14	14
sky130_fd_sc_hd__o21ai_2	0	3
sky130_fd_sc_hd__nor2b_2	0	2
sky130_fd_sc_hd__o211ai_1	12	12
sky130_fd_sc_hd__a21oi_1	9	7
==> per-layer routing <==
metal	vias up	GRT usage	part of all wire
met5	-	0	0
met4	0	0.00462	0.0030
met3	2	0.0197	0.049
met2	45	0.215	0.49
met1	757	0.175	0.46
li1	792	-	-
==> final cells by class <==
class,count,area [sq um],area share
timing repair buffer,105,1000,0.490
inverter,17,63.8,0.0311
multi-input combinational,128,923,0.450
tap,48,60.1,0.0293
==> timing repair <==
| action | CTS | global route |
|---|---|---|
| setup endpoints to repair | 25 | 43 |
| pin swaps | 0 | 3 |
| gates resized | 5 | 19 |
| hold buffers | 0 | 0 |
| setup buffers | 0 | 2 |
Power figures rest on the tool's default switching activity, not on a simulated workload.
