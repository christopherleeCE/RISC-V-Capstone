File: /design/flow/run.sh
#!/bin/bash
# OpenROAD 26Q1-2900-gdf79404cd8, Yosys 0.63+post, stock flow scripts
make -C /OpenROAD-flow-scripts/flow DESIGN_CONFIG=/design/flow/config.mk WORK_HOME=/design/flow/orfs finish
File: /design/flow/config.mk
export PLATFORM = sky130hd
export DESIGN_NAME = pc
export DESIGN_NICKNAME = pc
export VERILOG_FILES = /design/flow/design.v
export SDC_FILE = /design/flow/constraint.sdc
export NUM_CORES = 4
export LEC_CHECK = 1
export CORE_UTILIZATION = 40
File: /design/flow/constraint.sdc
current_design pc

set clk_period 8.7
set clk_io_pct 0.2

create_clock -name clk0 -period $clk_period [get_ports {clk}]

set non_clock_inputs [all_inputs -no_clocks]
set_input_delay [expr $clk_period * $clk_io_pct] -clock clk0 $non_clock_inputs
set_output_delay [expr $clk_period * $clk_io_pct] -clock clk0 [all_outputs]
File: /design/flow/design.v
module dff_async_reset  #(parameter int WIDTH = 1,
                        parameter logic [WIDTH-1:0] RESET_VALUE = '0) 
(
    input  logic [WIDTH-1:0]     d,
    input  logic                 clk,
    input  logic                 rst,  
    input  logic                 wr_en,
    output logic [WIDTH-1:0]     q
);
    always_ff @(posedge clk or negedge rst) begin
        if(!rst)
            q <= RESET_VALUE;
        else if(wr_en)
            q <= d;
    end
endmodule
module pc #(parameter int WIDTH = 32)
(
    input logic [WIDTH-1:0] d,
    input logic clk, rst, wr_en, nop,
    output logic [WIDTH-1:0] next_q,
    output logic [WIDTH-1:0] q
);
    logic [WIDTH-1:0] ff_d, ff_q;
    always_comb begin
        priority case(1'b1)
        wr_en               : ff_d = d;
        (!rst)              : ff_d = 0;
        nop                 : ff_d = ff_q;
        default             : ff_d = (ff_q + 4);
        endcase
    end
    assign next_q = ff_d;
    dff_async_reset #(
        .WIDTH(WIDTH),
        .RESET_VALUE('0)
    ) pc_dff (
        .d(ff_d),
        .clk(clk),
        .rst(rst),
        .wr_en(1'b1),
        .q(ff_q)
    );
    assign q = ff_q;
endmodule
==> flow_summary_export.csv <==
group,metric,value,unit
outcome,status,"finished clean",
sta,fin_skew,0.00421,ns
worst_setup_path,path_class,"input pin to output port",
place,dp_slack,2.68,ns
route,first_pass_iters,4,
worst_setup_path,reg2reg_to,"pc_dff.q[23]$_DFF_PN0_",
clock_tree,htree_levels,2,
global_route,grt_util_all_layers,0.232,
worst_setup_path,rrSetupSlack,6.53,ns
sta,slew_viol_final,0,
die,chipHeight,72.3,µm
clock_tree,clk_latency,0.28,ns
synth,synth_seq_share,0.405,
global_route,grt_overflow,0,
global_route,grt_max_degree,40,
synth,ys_cells,222,
synth,ys_sh_adder,0.00632,
worst_setup_path,ff2ff_path_depth,4,
synth,top_area_frac,0.405,
place,dp.cells,378,
global_route,antenna_found_initial,0,
flow_run,warnings,26,
worst_setup_path,cp-end-kind,"output port",
place,post_dp_cell_area,0.00300,mm²
synth,ys_sh_xor,0.0442,
synth,simple_gate_share,0.312,
finish,syn2layout_area_growth,56.6,%
global_route,use_met2,0.360,
finish,drive_gt1_frac,0.0597,
flow_run,drv_cap,0,
die,rows,25,
synth,async_flop_share,1.00,
sta,post-route-period-util,0.690,
place,place_congestion,0.785,
route,vias,2057,
sta,min_period,6.00,ns
worst_setup_path,crit_path_frequent_cell,"clkdlybuf4s50_1",
min_path,hold_class,"flop to flop",
power,p_total,0.000399,W
finish,top_register,"pc_dff.q",
sta,rsz0062_at_grt,"no",
sta,tightest_slew,0.934,ns
route,wl_per_cell,15.1,µm
synth,syn_area_per_cell,8.92,µm²
synth,synth-edff-count,0,
synth,ys_sh_mux,0.00506,
sta,setup_viol,0,
synth,logic_family,"simple AND/OR/NAND/NOR gates",
power,power.density,129,mW/mm²
finish,top_regs,"pc_dff.q: 32 flops",
sta,layout_setup_ws,2.70,ns
global_route,grt.busiest_layer,"met2",
worst_setup_path,slowest_delay,0.84,ns
clock_tree,clk_pin_slew,0.07,ns
worst_setup_path,cp.arrival,4.26,ns
finish,nFillCells,417,
clock_tree,hold_buffers,0,
synth,netlist_instances,222,
finish,design_area,0.00310,mm²
worst_setup_path,worst-endpoint-required,6.96,ns
worst_setup_path,cp_slowest_cell,"nor4_4",
global_route,grt_pass1_wl,9320,µm
place,portBuffers,99,
finish,layout_top_cell,"clkdlybuf4s50_1",
die,core_util_floorplan,0.416,
global_route,use_met3,0.0648,
worst_setup_path,crit_fanout,20,
global_route,met1_usage,0.347,
route,num_antenna_cells,0,
synth,yosys_warnings,2,
die,dieWidth,72.3,µm
die,pin_count,100,
worst_setup_path,startpoint_type,"input pin",
route,via_per_inst,5.34,
place,place_hpwl,3980,µm
synth,topCellsByArea,"dfrtp_1 40%, nand2_1 7.2%, a221o_1 4.0%, xnor2_1 3.1%, nor2_1 3.0%",
route,drc,0,
power,leakage,1.27,nW
power,ir_drop,0.0875,mV
synth,top_area_cell,"dfrtp_1",
clock_tree,clockBufferDepth,2,
clock_tree,tritoncts,"built",
min_path,hold_start,"pc_dff.q[0]$_DFF_PN0_",
min_path,hold_end,"pc_dff.q[0]$_DFF_PN0_",
finish,final_cells,385,
clock_tree,postCtsSetupRepairBufs,0,
sta,finalSetupTns,0,ns
synth,synth_area,0.00198,mm²
synth,ys_area,0.00198,mm²
clock_tree,cts_resized,0,
finish,largest_register_ffs,32,
die,die_area,0.00523,mm²
synth,synthFlopType,"dfrtp_1",
die,core,0.00475,mm²
sta,slew-limit-headroom,0.373,
sta,fmax,167,MHz
finish,lay_top_cells,"98 x clkdlybuf4s50_1, 38 x nand2_1, 32 x dfrtp_1",
clock_tree,cts_sinks,32,
synth,ys_sh_aoi,0.180,
clock_tree,cts_buffers,5,
min_path,whs_path_depth,1,
route,drt_iter0_markers,169,
worst_setup_path,r2r-start,"pc_dff.q[6]$_DFF_PN0_",
route,ant_nets,0,
synth,synth_flops,32,
clock_tree,cts_root_buf,"clkbuf_8",
route,routed_wl,5800,µm
sta,final-hold-violation-count,0,
synth,synth.distinct_cells,46,
worst_setup_path,critical_path.cell_chain,"clkdlybuf4s50_1, nand4b_4, nor4_4, a41oi_1, a221o_1, clkdlybuf4s50_1",
global_route,grt_pass1_vias,1942,
layer usage:
layer  up-vias  part of all wire
li1       1025                 -
met1       948              0.47
met2        82              0.45
met3         2             0.078
met4         0            0.0040
met5         -                 0
cell type report:
class,instances,area (µm²),share of cell area
multi-input combinational,171,1080,0.350
timing repair buffer,103,1020,0.328
sequential,32,801,0.258
clock buffer,7,96.3,0.0311
tap,67,83.8,0.0270
inverter,5,18.8,0.00606
metrics by stage:
| stage | utilization | hold WS, ns |
|---|---|---|
| floorplan | - | 0.442 |
| global placement | 0.632 | 0.517 |
| detailed placement | 0.632 | 0.511 |
| CTS | 0.652 | 0.540 |
| global route | 0.652 | 0.566 |
| finish | 0.652 | 0.533 |
worst max-delay path by stage:
stage | start | endpoint | slack, ns | cells after the start
after CTS | nop | next_q[23] | 2.68 | 6
after global routing | nop | next_q[23] | 2.43 | 6
final | nop | next_q[15] | 2.70 | 6
where the power goes:
part           internal (W)  switching, W  leakage (nW)
Combinational     0.0000655     0.0000280         0.821
Sequential         0.000161     0.0000179         0.401
Clock             0.0000705     0.0000562        0.0503
cell families after synthesis:
kind of cell | count (synthesis)
XOR/XNOR | 10
adder cells (fa/ha/maj) | 1
buffers and inverters | 19
AND-OR/OR-AND | 47
multiplexers | 1
AND/OR/NAND/NOR | 112
flip-flops | 32
synth_stat cells (2+ instances only):
cell type,count
nor2b_1,2
nand2_1,38
nand4_2,2
dfrtp_1,32
xor2_1,3
or4_1,2
nand4_1,9
nand3b_1,2
a41oi_1,3
a221o_1,8
a22o_1,2
nor3_1,11
o21ai_0,9
nand3_1,8
o211ai_1,6
clkbuf_1,8
and4_1,5
xnor2_1,7
a2bb2oi_1,3
a31oi_1,5
buf_4,2
buf_6,2
and3_1,9
nor2_1,16
inv_1,5
a21oi_1,2
a32oi_1,2
worst max-delay path, delay by kind of cell:
family                 cells  cell delay, ns
AND-OR/OR-AND              2            0.51
AND/OR/NAND/NOR            2            1.09
buffers and inverters      2            0.91
Power figures rest on the tool's default switching activity, not on a simulated workload.
