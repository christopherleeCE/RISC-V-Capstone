**design/flow/design.v**
```verilog
module debounce(input pb_1,clk,output pb_out);
wire slow_clk_en;
wire Q1,Q2,Q2_bar,Q0;
clock_enable u1(clk,slow_clk_en);
my_dff_en d0(clk,slow_clk_en,pb_1,Q0);
my_dff_en d1(clk,slow_clk_en,Q0,Q1);
my_dff_en d2(clk,slow_clk_en,Q1,Q2);
assign Q2_bar = ~Q2;
assign pb_out = Q1 & Q2_bar;
endmodule
module clock_enable(input Clk_100M,output slow_clk_en);
    reg [26:0]counter=0;
    always @(posedge Clk_100M)
    begin
       counter <= (counter>=249999)?'0:counter+1'b1;
    end
    assign slow_clk_en = (counter == 249999)?1'b1:1'b0;
endmodule
module my_dff_en(input DFF_CLOCK, clock_enable,D, output reg Q=0);
    always @ (posedge DFF_CLOCK) begin
  if(clock_enable==1) 
           Q <= D;
    end
endmodule
```
**design/flow/run.sh**
```bash
#!/bin/bash
# OpenROAD 26Q1-2900-gdf79404cd8, Yosys 0.63+post, stock flow scripts
make -C /OpenROAD-flow-scripts/flow DESIGN_CONFIG=/design/flow/config.mk WORK_HOME=/design/flow/orfs finish
```
**design/flow/config.mk**
```make
export PLATFORM = sky130hd
export DESIGN_NAME = debounce
export DESIGN_NICKNAME = debounce
export VERILOG_FILES = /design/flow/design.v
export SDC_FILE = /design/flow/constraint.sdc
export NUM_CORES = 4
export LEC_CHECK = 1
export CORE_AREA = 10 10 110 110
export DIE_AREA = 0 0 120 120
```
**design/flow/constraint.sdc**
```tcl
current_design debounce

set clk_period 3.8
set clk_io_pct 0.2

create_clock -name clk0 -period $clk_period [get_ports {clk}]

set non_clock_inputs [all_inputs -no_clocks]
set_input_delay [expr $clk_period * $clk_io_pct] -clock clk0 $non_clock_inputs
set_output_delay [expr $clk_period * $clk_io_pct] -clock clk0 [all_outputs]
```
==> reports/qor.csv <==
stage;metric;value;unit
outcome;status;complete, no violations;
die;io_pins;3;
drt;drt_iter0_drc;60;
flow_run;cap_violations;0;
layout;drive_above_1_share;13.08;%
clock_network;post_cts_buffers;0;
critical_path;timing_worst_setup_path_type;register to register;
min_path;min_path_type;register to register;
synth;ys_ff;30;
timing;period_used_share;62.90;%
global_route;grt_pass1_wl;4084;um
power;ir_worst_vdd;0.1167;mV
clock_network;path_clk_slew;60;ps
placement;place_congestion;0.7934;
global_route;grt_pass1_vias;865;
synth;synth_cells;117;
global_route;gr-total-overflow;0;
power;power_density;452.5;mW/mm^2
global_route;track_usage;3.319;%
clock_network;cts.sinks;30;
synth;synthArstFlopShare;0;%
layout;area_delta_synth_final;26.11;%
clock_network;cts_buffers;5;
clock_network;cts-root-buf;clkbuf_8;
timing;setup_tns;0;ps
clock_network;htree_levels;2;
drt;via_per_inst;3.350;
critical_path;worstPathMaxFanout;19;
die;die_h;120;um
timing;tightest_slew;825.9;ps
drt;insertedDiodeCount;0;
synth;synth.distinct_cells;38;
layout;regArea;630.6;um^2
synth;yosys-stat-cells;117;
drt;wire_per_inst;8.601;um
die;core_area;0.009774;mm^2
critical_path;crit_start;u1.counter[4];
synth;edf_count;3;
clock_network;cts_tree;done;
timing;min_period;2390;ps
layout;fin_cells;263;
die;num_rows;36;
die;dieArea;0.01440;mm^2
placement;hpwl;1456;um
power;total_power;0.7218;mW
critical_path;reg2reg_from;u1.counter[4];
synth;ys_seq_share;49.85;%
drt;drc;0;
drt;antenna_left;0;
critical_path;startpoint_type;register;
synth;yosysWarnings;2;
drt;drt-total-wl;2262;um
clock_network;cts.repair.resized;0;
timing;rsz0062_at_grt;false;
power;leakage;0.4522;nW
synth;yosys_area;0.001265;mm^2
drt;dr.pass1.iters;4;
timing;max_slew_margin;44.76;%
min_path;holdCritStartpoint;d0.Q;
layout;comb_area;628.1;um^2
die;die_x;120;um
timing;maxSlewViolCount;0;
placement;io_buffers;2;
clock_network;cts_max_path_buffers;2;
placement;dp.cells;255;
synth;syn_area_per_cell;10.81;um^2
flow_run;openroad.warnings;25;
timing;setup_violations;0;
clock_network;ctsHoldBuffers;0;
critical_path;required;3780;ps
critical_path;crit_path_end_kind;register;
global_route;grt_antenna_before_repair;0;
synth;ff_type;dfxtp_1;
timing;clock.fmax;0.4184;GHz
timing;timing.hold.ws;431.7;ps
layout;fill_cells;1067;
drt;vias;881;
critical_path;arrival;2370;ps
synth;syn_area;0.001265;mm^2
global_route;grt_max_degree;20;
clock_network;clk_latency;280;ps
die;initial_core_util;12.94;%
timing;fin_skew;4.657;ps
timing;hold_violations;0;
[cells by family (layout without fill, tap and decap cells)]
logic type	after synthesis	after routing	share of synthesized area, %
xor+xnor	13	13	9.001
fa+ha+maj	1	1	0.9890
simple gates	55	55	29.18
other cells	1	9	0.2965
compound gates	10	10	7.814
flops	30	30	49.85
buf+inv	7	12	2.869
[worst max-delay path, stage by stage, from the launching register on]
cell and delay (ps):
dfxtp_1 350, or3_1 370, or4_4 440, nor3_4 640
and2_1 290
[registers in the layout (all words and copies together) (netlist names)]
| signal | cells |
|---|---|
| d1.Q | 1 |
| d2.Q | 1 |
| d0.Q | 1 |
| u1.counter | 27 |
[final cells by class]
class	count	share of cell area, %
clock buffer	6	5.176
clock inverter	2	3.765
inverter	2	0.4706
multi-input combinational	88	39.37
sequential	30	39.53
tap	133	10.43
timing repair buffer	2	1.255
[cell usage in the layout, fill, tap and decap left out, types with 3 or more instances in the layout]
cell type	count
xor2_1	6
xnor2_1	7
or4_1	3
edfxtp_1	3
nand4_1	3
conb_1	9
dfxtp_1	27
clkbuf_8	6
nand3_1	8
nor3_1	3
nand2_1	5
nor4_1	16
[path summary, 6_finish.rpt]
path	slack [ps]	cells past startpoint	to
max	1410	4	d2.Q
min	430	0	d1.Q
max reg2reg	1410	4	d2.Q
min reg2reg	430	0	d1.Q
[Yosys cell counts (all sizes together), types with 4 or more instances]
library cell   n  share of area, %
nor3           4               2.5
nand3          8               3.2
xnor2          7               4.8
or4            4               2.7
nor4          17               8.9
dfxtp         27                43
nand4          4               2.5
xor2           6               4.2
nand2          5               1.5
[where the power goes]
part	internal (mW)	total, mW	switching [mW]
Combinational	0.00135	0.00273	0.00138
Sequential	0.324	0.326	0.00169
Clock	0.279	0.393	0.114
[per-stage QoR]
| stage | setup slack, ps | utilization (%) | area (um^2) |
|---|---|---|---|
| floorplan | 1706 | - | 1295 |
| global placement | 1448 | 14.86 | 1453 |
| detailed placement | 1420 | 14.86 | 1453 |
| CTS | 1401 | 16.32 | 1595 |
| global route | 1225 | 16.32 | 1595 |
| finish | 1410 | 16.32 | 1595 |
[routing by layer]
layer	track usage, %	vias to the layer above	share of wire (%)
met2	4.917	17	44
met4	0.8296	0	2.3
met3	1.285	6	5.6
met5	0	-	0
li1	-	467	-
met1	4.459	391	48
Power and IR drop assume default switching activity.
